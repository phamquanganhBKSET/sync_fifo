**flow/run.sh**
```bash
#!/bin/bash
# OpenROAD 26Q1-2900-gdf79404cd8, Yosys 0.63+post, stock flow scripts
make -C /OpenROAD-flow-scripts/flow DESIGN_CONFIG=/design/flow/config.mk WORK_HOME=/design/flow/orfs finish
```
**flow/constraint.sdc**
```tcl
current_design sync_fifo

set clk_period 1604.8
set clk_io_pct 0.2

create_clock -name clk0 -period $clk_period [get_ports {i_clk}]

set non_clock_inputs [all_inputs -no_clocks]
set_input_delay [expr $clk_period * $clk_io_pct] -clock clk0 $non_clock_inputs
set_output_delay [expr $clk_period * $clk_io_pct] -clock clk0 [all_outputs]
```
**flow/design.v**
```verilog
module comparator #(
	parameter FIFO_DEPTH = 256       ,  
	parameter ADDR_WIDTH = $clog2(FIFO_DEPTH)   
)
(
	input                   clk              ,  
	input                   reset_n          ,  
	input                   i_valid_s        ,  
	input                   i_ready_m        ,  
	input  [ADDR_WIDTH:0]   wr_addr          ,  
	input  [ADDR_WIDTH:0]   rd_addr          ,  
	input  [ADDR_WIDTH-1:0] i_almostfull_lvl ,  
	input  [ADDR_WIDTH-1:0] i_almostempty_lvl,  
	output reg              o_ready_s        ,  
	output reg              o_almostfull     ,  
	output reg              o_full           ,  
	output reg              o_valid_m        ,  
	output reg              o_almostempty    ,  
	output reg              o_empty             
);
	wire [ADDR_WIDTH:0] num_elements;  
	assign num_elements = wr_addr + ((~rd_addr) + 1);  
	always @(posedge clk or negedge reset_n) begin : proc_o_almostfull
		if(~reset_n) begin
			o_almostfull <= 0;
		end else if ((num_elements == i_almostfull_lvl - 1) & i_valid_s & (!i_ready_m)) begin
			o_almostfull <= 1;
		end
		else if ((num_elements == i_almostfull_lvl) & i_ready_m & (!i_valid_s)) begin
			o_almostfull <= 0;
		end
	end
	always @(posedge clk or negedge reset_n) begin : proc_o_full
		if(~reset_n) begin
			o_full <= 0;
			o_ready_s <= 1;
		end else if ((((num_elements == (FIFO_DEPTH-1)) & i_valid_s) | (num_elements == FIFO_DEPTH))  & (!i_ready_m)) begin
			o_full <= 1;
			o_ready_s <= 0;
		end
		else begin
			o_full <= 0;
			o_ready_s <= 1;
		end
	end
	always @(posedge clk or negedge reset_n) begin : proc_o_almostempty
		if(~reset_n) begin
			o_almostempty <= 1;
		end else if (((num_elements == i_almostempty_lvl + 1) & i_ready_m & (!i_valid_s)) | o_empty) begin
			o_almostempty <= 1;
		end
		else if ((num_elements == i_almostempty_lvl) & i_valid_s & (!i_ready_m)) begin
			o_almostempty <= 0;
		end
	end
	always @(posedge clk or negedge reset_n) begin : proc_o_empty
		if(~reset_n) begin
			o_empty <= 1;
			o_valid_m <= 0;
		end else if ((((num_elements == 1) & i_ready_m) | (num_elements == 0)) & (!i_valid_s)) begin
			o_empty <= 1;
			o_valid_m <= 0;
		end
		else begin
			o_empty <= 0;
			o_valid_m <= 1;
		end
	end
endmodule
module read_control #(
	parameter MEM_DEPTH  = 256      ,  
	parameter DATA_WIDTH = 32      ,  
	parameter ADDR_WIDTH = $clog2(MEM_DEPTH)  
)
(
	input                     clk     ,  
	input                     reset_n ,  
	input                     rd_ready,  
	input                     rd_empty,  
	output reg [ADDR_WIDTH:0] rd_addr    
);
	wire rd_en;  
	always @(posedge clk or negedge reset_n) begin : proc_rd_addr
		if(~reset_n) begin
			rd_addr <= 0;
		end else if (rd_en) begin
			rd_addr <= rd_addr + 1;
		end
	end
	assign rd_en = rd_ready & (!rd_empty);
endmodule
module sync_fifo #(
	parameter FIFO_DEPTH = 256       ,  
	parameter DATA_WIDTH = 32       ,  
	parameter ADDR_WIDTH = $clog2(FIFO_DEPTH)   
)
(
	input                   i_clk            ,  
	input                   i_rst_n          ,  
	input                   i_valid_s        ,  
	input  [ADDR_WIDTH-1:0] i_almostfull_lvl ,  
	input  [DATA_WIDTH-1:0] i_datain         ,  
	input                   i_ready_m        ,  
	input  [ADDR_WIDTH-1:0] i_almostempty_lvl,  
	output                  o_ready_s        ,  
	output                  o_almostfull     ,  
	output                  o_full           ,  
	output                  o_valid_m        ,  
	output                  o_almostempty    ,  
	output                  o_empty          ,  
	output  [DATA_WIDTH-1:0] o_dataout           
);
	wire [ADDR_WIDTH:0] wr_addr;  
	wire [ADDR_WIDTH:0] rd_addr;  
	wire                wr_en  ;  
	sync_fifo_mem sync_fifo_mem_inst (
		.clk    (i_clk                  ),
		.wr_data(i_datain               ),
		.wr_addr(wr_addr[ADDR_WIDTH-1:0]),
		.wr_en  (wr_en                  ),
		.rd_addr(rd_addr[ADDR_WIDTH-1:0]),
		.rd_data(o_dataout              ) 
	);
	write_control write_control_inst (
		.clk     (i_clk    ),
		.reset_n (i_rst_n  ),
		.wr_valid(i_valid_s),
		.wr_full (o_full   ),
		.wr_en   (wr_en    ),
		.wr_addr (wr_addr  ) 
	);
	read_control read_control_inst (
		.clk     (i_clk    ),
		.reset_n (i_rst_n  ),
		.rd_ready(i_ready_m),
		.rd_empty(o_empty  ),
		.rd_addr (rd_addr  ) 
	);
	comparator comparator_inst (
		.clk              (i_clk            ),
		.reset_n          (i_rst_n          ),
		.i_valid_s        (i_valid_s        ),
		.i_ready_m        (i_ready_m        ),
		.wr_addr          (wr_addr          ),
		.rd_addr          (rd_addr          ),
		.i_almostfull_lvl (i_almostfull_lvl ),
		.i_almostempty_lvl(i_almostempty_lvl),
		.o_ready_s        (o_ready_s        ),
		.o_almostfull     (o_almostfull     ),
		.o_full           (o_full           ),
		.o_valid_m        (o_valid_m        ),
		.o_almostempty    (o_almostempty    ),
		.o_empty          (o_empty          ) 
	);
endmodule
module sync_fifo_mem #(
	parameter MEM_DEPTH  = 256      ,  
	parameter DATA_WIDTH = 32      ,  
	parameter ADDR_WIDTH = $clog2(MEM_DEPTH)  
)
(
	input                   clk    ,  
	input  [DATA_WIDTH-1:0] wr_data,  
	input  [ADDR_WIDTH-1:0] wr_addr,  
	input                   wr_en  ,  
	input  [ADDR_WIDTH-1:0] rd_addr,  
	output [DATA_WIDTH-1:0] rd_data   
);
	reg [DATA_WIDTH-1:0] fifo_mem [0:MEM_DEPTH-1];  
	assign rd_data = fifo_mem[rd_addr];
	always @(posedge clk) begin : proc_wr_data
		if (wr_en) begin
			fifo_mem[wr_addr] <= wr_data;
		end
	end
endmodule
module write_control #(
	parameter MEM_DEPTH  = 256      ,  
	parameter DATA_WIDTH = 32      ,  
	parameter ADDR_WIDTH = $clog2(MEM_DEPTH)  
)
(
	input                     clk     ,  
	input                     reset_n ,  
	input                     wr_valid,  
	input                     wr_full ,  
	output                    wr_en   ,  
	output reg [ADDR_WIDTH:0] wr_addr    
);
	always @(posedge clk or negedge reset_n) begin : proc_wr_addr
		if(~reset_n) begin
			wr_addr <= 0;
		end else if (wr_en) begin
			wr_addr <= wr_addr + 1;
		end
	end
	assign wr_en = wr_valid & (!wr_full);
endmodule
```
**flow/config.mk**
```make
export PLATFORM = sky130hd
export DESIGN_NAME = sync_fifo
export DESIGN_NICKNAME = sync_fifo
export VERILOG_FILES = /design/flow/design.v
export SDC_FILE = /design/flow/constraint.sdc
export NUM_CORES = 4
export LEC_CHECK = 1
export CORE_UTILIZATION = 30
export SYNTH_MEMORY_MAX_BITS = 65536
```
==> impl_metrics.prom <==
# HELP chip_impl_metric Physical implementation figures
# TYPE chip_impl_metric gauge
chip_impl_info{name="outcome",value="finished, final reports clean"} 1
chip_impl_metric{name="avgSynthCellArea",unit="um2"} 22.34
chip_impl_metric{name="async_flop_share",unit="%"} 0.2921
chip_impl_info{name="clock-root-buffer",value="sky130_fd_sc_hd__clkbuf_16"} 1
chip_impl_metric{name="synth_largest_type_area_fraction",unit="%"} 77.61
chip_impl_metric{name="ys_chip_area",unit="mm2"} 0.3170
chip_impl_metric{name="timing.clock.skew",unit="ps"} 65.84
chip_impl_metric{name="cts_post_setup_buffers_inserted",unit=""} 0
chip_impl_metric{name="p_sw",unit="W"} 0.0002055
chip_impl_metric{name="maxSlewViolCount",unit=""} 0
chip_impl_metric{name="ir_drop",unit="mV"} 0.001449
chip_impl_info{name="rsz0062_at_grt",value="no"} 1
chip_impl_metric{name="synth-edff-count",unit=""} 8192
chip_impl_metric{name="overflow",unit=""} 0
chip_impl_metric{name="max-cap-violations",unit=""} 0
chip_impl_metric{name="yosys_cells",unit=""} 14190
chip_impl_metric{name="layout-drive-gt1-share",unit="%"} 26.71
chip_impl_metric{name="cp_data_arrival_time",unit="ps"} 10140
chip_impl_info{name="synth.top_cells.by_area",value="sky130_fd_sc_hd__edfxtp_1 78%, sky130_fd_sc_hd__mux4_2 13%, sky130_fd_sc_hd__mux2i_1 2.7%"} 1
chip_impl_metric{name="finalSetupViolCount",unit=""} 0
chip_impl_info{name="path_class",value="flop to output pin"} 1
chip_impl_metric{name="power.static_leakage",unit="nW"} 112.1
chip_impl_metric{name="drt-initial-drc-count",unit=""} 11140
chip_impl_metric{name="detailed_place_hpwl",unit="mm"} 539.3
chip_impl_metric{name="layout.cells.non_filler",unit=""} 29810
chip_impl_metric{name="drt_wl_total",unit="mm"} 934.3
chip_impl_metric{name="placeableCoreArea",unit="mm2"} 1.053
chip_impl_metric{name="die-width",unit="mm"} 1.030
chip_impl_metric{name="cts_max_path_buffers",unit=""} 4
chip_impl_metric{name="grt_first_pass_wirelength",unit="mm"} 1298
chip_impl_metric{name="floorplan.core_util",unit="%"} 30.09
chip_impl_metric{name="vias",unit=""} 153700
chip_impl_metric{name="grt_util_all_layers",unit="%"} 18.73
chip_impl_metric{name="vias_in_the_first_global_route",unit=""} 168200
chip_impl_info{name="post-synth-top-area-cell",value="sky130_fd_sc_hd__edfxtp_1"} 1
chip_impl_metric{name="num_io_pins",unit=""} 90
chip_impl_metric{name="holdWs",unit="ps"} 499.5
chip_impl_info{name="endpoint_kind",value="output pin"} 1
chip_impl_metric{name="power.share.combinational",unit="%"} 32.0
chip_impl_metric{name="vertical_extent_of_the_die",unit="mm"} 1.030
chip_impl_info{name="dominantRegCellSynth",value="sky130_fd_sc_hd__edfxtp_1"} 1
chip_impl_metric{name="timing.final.hold_violations",unit=""} 0
chip_impl_metric{name="area_delta_synth_final",unit="%"} 15.13
chip_impl_metric{name="openroad_warning_count",unit=""} 31
chip_impl_metric{name="antenna_found_initial",unit=""} 56
chip_impl_metric{name="chip_area",unit="mm2"} 1.061
chip_impl_metric{name="clock_latency",unit="ps"} 1210
chip_impl_metric{name="gp_congestion",unit=""} 0.8785
chip_impl_metric{name="final.min_clock_period",unit="ps"} 331100
chip_impl_info{name="start_kind",value="flop"} 1
chip_impl_metric{name="numCtsBuffers",unit=""} 802
chip_impl_metric{name="placement.setup.worst_slack",unit="ps"} 1274660
chip_impl_metric{name="numPlacedInstances",unit=""} 28300
chip_impl_info{name="most_frequent_cells_after_synthesis",value="8192 x sky130_fd_sc_hd__edfxtp_1, 1882 x sky130_fd_sc_hd__mux4_2, 840 x sky130_fd_sc_hd__mux2i_1, 399 x sky130_fd_sc_hd__nand2_1, 351 x sky130_fd_sc_hd__nor2_1"} 1
chip_impl_metric{name="share_clk_of_total_power",unit="%"} 29.2
chip_impl_metric{name="drcViolationCount",unit=""} 0
chip_impl_metric{name="number_of_gates_resized_after_cts",unit=""} 0
chip_impl_metric{name="rows",unit=""} 377
chip_impl_metric{name="synth-seq-cells",unit=""} 8216
chip_impl_metric{name="fmax",unit="GHz"} 0.003020
chip_impl_info{name="timing.hold.worst.class",value="flop to flop"} 1
chip_impl_metric{name="final.period_utilization",unit="%"} 20.63
chip_impl_metric{name="worst_setup_hold_path_clk_slew",unit="ps"} 60
chip_impl_metric{name="p_per_cell_area",unit="mW/mm2"} 1.697
chip_impl_metric{name="cp_data_required_time",unit="ps"} 1283840
chip_impl_metric{name="htreeDepth",unit=""} 6
chip_impl_metric{name="drt-vias-per-instance",unit=""} 5.156
chip_impl_metric{name="seqPwrFrac",unit="%"} 38.7
chip_impl_metric{name="post_synth_num_cell_types",unit=""} 81
chip_impl_metric{name="remaining_antenna_violation_count_after_routing",unit=""} 0
chip_impl_metric{name="yosysSeqAreaShare",unit="%"} 77.80
chip_impl_metric{name="ys_warn_count",unit=""} 4
chip_impl_metric{name="drt_first_pass_iters",unit=""} 5
chip_impl_metric{name="fin_total_pwr",unit="W"} 0.0006193
chip_impl_metric{name="routed_wire_length_per_instance",unit="um"} 31.35
chip_impl_info{name="yosysMostFrequentCell",value="sky130_fd_sc_hd__edfxtp_1"} 1
chip_impl_metric{name="io_buffer_count",unit=""} 89
chip_impl_metric{name="total_standard_cell_area_after_synthesis",unit="mm2"} 0.3170
chip_impl_metric{name="critPathMaxFanout",unit=""} 68
chip_impl_metric{name="numClockSinks",unit=""} 8216
chip_impl_metric{name="post_cts_hold_buffer_count",unit=""} 0
chip_impl_info{name="tritoncts",value="built"} 1
chip_impl_metric{name="fin_ws",unit="ps"} 1273700
chip_impl_metric{name="setup_tns",unit="ps"} 0
chip_impl_metric{name="synthesis.instances",unit=""} 14190
chip_impl_metric{name="worst_slew_pin_slew",unit="ps"} 1406
chip_impl_metric{name="grt_start_max_net_pins",unit=""} 99
chip_impl_metric{name="internal_power",unit="W"} 0.0004137
chip_impl_metric{name="switching_fraction",unit="%"} 33.18
chip_impl_metric{name="worst_slew_margin_rel",unit="%"} 6.084
-- layout by cell type (no fill, tap or decap), types with 41 or more instances in the layout --
master                            synthesis  final
sky130_fd_sc_hd__clkbuf_1               332    194
sky130_fd_sc_hd__clkinv_1                 4    209
sky130_fd_sc_hd__clkdlybuf4s50_1          0     56
sky130_fd_sc_hd__o21ai_0                187    185
sky130_fd_sc_hd__a21oi_1                191    187
sky130_fd_sc_hd__a221o_1                 64     64
sky130_fd_sc_hd__a31oi_1                 68     66
sky130_fd_sc_hd__nor2_4                   0    261
sky130_fd_sc_hd__nor2_1                 351     89
sky130_fd_sc_hd__bufinv_16                0     51
sky130_fd_sc_hd__a22oi_1                136    136
sky130_fd_sc_hd__clkbuf_16                0    808
sky130_fd_sc_hd__edfxtp_1              8192   8192
sky130_fd_sc_hd__nor3_1                  47     42
sky130_fd_sc_hd__a221oi_1               270    270
sky130_fd_sc_hd__buf_4                   78    822
sky130_fd_sc_hd__diode_2                  0     41
sky130_fd_sc_hd__o22ai_1                 41     41
sky130_fd_sc_hd__mux2i_1                840    839
sky130_fd_sc_hd__mux4_2                1882   1882
sky130_fd_sc_hd__nand2_1                399    392
sky130_fd_sc_hd__nand3_1                126    106
sky130_fd_sc_hd__clkinv_2                 0    133
-- metrics by stage --
stage	cell area (um2)	util, %
after global routing	364800	34.64
final	364900	34.64
after global placement	339700	32.25
after floorplan	317000	-
after CTS	364800	34.63
after detailed placement	339700	32.25
-- per-layer routing --
metal  up-vias  track usage (%)  routed length (um)
li1      62390                -                   -
met1     77500            17.83              265200
met2     11970            26.25              410400
met3      1743            19.54              212600
met4        94            6.490               41920
met5         -            2.551                4277
-- power by group through the flow --
stage,Sequential [W],Combinational (W),Clock (W)
after global routing,0.000240,0.000209,0.000191
final,0.000240,0.000198,0.000181
after CTS,0.000240,0.000198,0.000183
-- worst max-delay path, stage by stage (launching register included) --
cell and delay (ps):
sky130_fd_sc_hd__dfrtp_4 670, sky130_fd_sc_hd__buf_4 480, sky130_fd_sc_hd__buf_4 570, sky130_fd_sc_hd__buf_4 690, sky130_fd_sc_hd__buf_4 540, sky130_fd_sc_hd__buf_4 570
sky130_fd_sc_hd__buf_4 500, sky130_fd_sc_hd__buf_12 470, sky130_fd_sc_hd__buf_4 590, sky130_fd_sc_hd__buf_4 650, sky130_fd_sc_hd__mux4_2 600, sky130_fd_sc_hd__a22oi_1 290
sky130_fd_sc_hd__nand3_1 400, sky130_fd_sc_hd__a31oi_2 500, sky130_fd_sc_hd__buf_4 200, sky130_fd_sc_hd__o311ai_2 230, sky130_fd_sc_hd__clkdlybuf4s50_1 860
-- cells by family (layout without fill, tap and decap cells) --
kind of cell / count (synthesis) / in the layout / share of synthesized area (%)
compound gates: 1241 / 1241 / 2.832
xor+xnor: 56 / 56 / 0.1682
fa+ha+maj: 17 / 17 / 0.06948
buf+inv: 857 / 2413 / 1.594
flops: 8216 / 8216 / 77.80
mux: 2742 / 2742 / 16.10
other cells: 0 / 41 / 0
simple gates: 1058 / 1058 / 1.437
-- registers in the layout (all words and copies together), names as in the netlist --
signal and cells:
sync_fifo_mem_inst.fifo_mem 8192, comparator_inst.o_full 1, comparator_inst.o_valid_m 1, comparator_inst.o_almostempty 1, write_control_inst.wr_addr 9, comparator_inst.o_almostfull 1, read_control_inst.rd_addr 9, comparator_inst.o_empty 1
comparator_inst.o_ready_s 1
-- final timing paths --
| path | startpoint | endpoint | slack (ps) | cells after the start |
|---|---|---|---|---|
| max | read_control_inst.rd_addr[0]$_DFFE_PN0P_ | o_dataout[3] | 1273700 | 16 |
| min | read_control_inst.rd_addr[8]$_DFFE_PN0P_ | read_control_inst.rd_addr[8]$_DFFE_PN0P_ | 500 | 1 |
| max reg2reg | read_control_inst.rd_addr[1]$_DFFE_PN0P_ | comparator_inst.o_ready_s$_DFF_PN1_ | 1599760 | 11 |
| min reg2reg | read_control_inst.rd_addr[8]$_DFFE_PN0P_ | read_control_inst.rd_addr[8]$_DFFE_PN0P_ | 500 | 1 |
| max in group asynchronous | i_rst_n | read_control_inst.rd_addr[0]$_DFFE_PN0P_ | 1284560 | 2 |
| min in group asynchronous | i_rst_n | comparator_inst.o_valid_m$_DFF_PN0_ | 319780 | 2 |
-- cell type report --
| type | count | area [um2] |
|---|---|---|
| clock buffer | 1002 | 20950 |
| inverter | 19 | 101.3 |
| multi-input combinational | 5114 | 67840 |
| tap | 14020 | 17550 |
| antenna | 41 | 102.6 |
| sequential | 8216 | 246600 |
| fill | 95490 | 688400 |
| timing repair buffer | 933 | 7644 |
| clock inverter | 459 | 4099 |
No activity file was given, so power comes from the tool's default toggle rates.
